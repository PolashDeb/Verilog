`./design.v`:
```
module bandpass(
 input clk,
input signed [7:0] data_in,
output  signed [7:0] up,
output  signed [7:0] fil,
output  signed [7:0] fil_out,
output  signed [7:0] data_out
    );
reg signed [7:0] up_out;
wire [7:0] d1,d2,d3,d4,d5,d6,d7,d8,d9,d10,d11,d12,d13,d14;
reg signed [7:0] down_out;
reg signed [7:0] data_wait;
integer i=1'b0;
always @ (posedge clk) 
begin 
	if(clk)
	begin
       if (i==1'b0) 
		  begin
           up_out <= data_in;
			  i=1'b1;
        end
       else 
		  begin
          up_out <= 8'd0;
          i=1'b0;
        end
	 end
	else
	begin
        if (i==1'b0) 
		  begin
          up_out <= data_in;
			 i=1'b1;
        end
       else
		  begin
         up_out <= 8'd0;
         i=1'b0;
        end        
    end 
end
assign up = up_out; 
df A1(clk,reset,up_out,d1);
df A2(clk,reset,d1,d2);
df A3(clk,reset,d2,d3);
df A4(clk,reset,d3,d4);
df A5(clk,reset,d4,d5);
df A6(clk,reset,d5,d6);
df A7(clk,reset,d6,d7);
df A8(clk,reset,d7,d8);
df A9(clk,reset,d8,d9);
df A10(clk,reset,d9,d10);
df A11(clk,reset,d10,d11);
df A12(clk,reset,d11,d12);
assign fil=up_out-(2*d6)+d12;
dfo B1(clk,reset,fil,d13);
dfo B2(clk,reset,d13,d14);
assign fil_out=(2*d13)-d14+up_out-(2*d6)+d12;
integer j=1'b0;
always @ (posedge clk )
begin
 if (j==1'b0) 
		  begin
           down_out <= fil_out;
			  j=1'b1;
        end
   else 
		 begin
         data_wait<= fil_out;
          j=1'b0;
       end     
end
assign data_out = down_out;
endmodule
module df(clk,reset,up_out,d1
    );
input clk,reset;
input [7:0] up_out;
output reg [7:0] d1;
always @(posedge clk,posedge reset)
begin
if(reset)
begin
    d1<=0;
end
else 
begin
  d1<=up_out;
end	 
end
endmodule
module dfo(clk,reset,fil,d13
    );
input clk,reset;
input [7:0] fil;
output reg [7:0] d13;
always @(posedge clk,posedge reset)
begin
if(reset)
begin
    d13<=0;
end
else 
begin
  d13<=fil;
end	 
end
endmodule
```
`./run.sh`:
```
#!/bin/bash
# OpenROAD 26Q1-2900-gdf79404cd8, Yosys 0.63+post, stock flow scripts
make -C /OpenROAD-flow-scripts/flow DESIGN_CONFIG=/design/flow/config.mk WORK_HOME=/design/flow/orfs finish
```
`./config.mk`:
```
export PLATFORM = sky130hd
export DESIGN_NAME = bandpass
export DESIGN_NICKNAME = bandpass
export VERILOG_FILES = /design/flow/design.v
export SDC_FILE = /design/flow/constraint.sdc
export NUM_CORES = 4
export LEC_CHECK = 1
export CORE_AREA = 10 10 70 70
export DIE_AREA = 0 0 80 80
```
`./constraint.sdc`:
```
current_design bandpass

set clk_period 1.7
set clk_io_pct 0.2

create_clock -name clk0 -period $clk_period [get_ports {clk}]

set non_clock_inputs [all_inputs -no_clocks]
set_input_delay [expr $clk_period * $clk_io_pct] -clock clk0 $non_clock_inputs
set_output_delay [expr $clk_period * $clk_io_pct] -clock clk0 [all_outputs]
```
==> run summary <==
This memo summarizes the results of the implementation run.

Floorplan
The floorplan has 21 rows. The initial utilization of the core area, before any placement, comes to 0.182. The number of top-level pins is 41.

The y dimension of the die is 80 µm. The die footprint is 6400 µm². Measured along the x axis, the die boundary spans 80 µm. The area of the placeable core is 3420 µm².

Setup path
The flop-to-flop setup slack is 0.59 ns. Data on the critical path is required at its endpoint by 1.36 ns. The longest incremental delay of any stage on the critical path is reported as 0.47 ns. Of all nets on the critical path, the largest fanout is 4.

The critical path arrival is 1.27 ns. The critical path is of the flip-flop to output port type. The kind of cell with the highest combined delay on the critical path is buffers and inverters. The critical path crosses 2 cells after its start point. The signal on the critical path passes through buf_4 -> clkdlybuf4s50_1. STA classifies the critical path startpoint as a flip-flop. The worst-path cell with the longest stage delay is clkdlybuf4s50_1.

For the worst flop-to-flop path, the logic depth is 3. The nature of the critical path endpoint is an output port. Along the critical path, the tally of buffer and inverter instances is 2.

Detailed routing
The routed layout reports a DRC error count of 0. The count of nets left with antenna violations once routing finished came out at 0. The average vias per placed instance is 2.94. Wires add up to 1.44 mm. The detailed router's first-iteration violation count is 4. The via count is 365. The mean routed wirelength per cell is 11.6 µm. The total antenna diodes in the routed design is 0. The iteration count of the initial detailed-routing pass is 2.

Flow run
The number of max-cap violations is 0. Warnings raised by the tools during the run amount to 26.

Hold path
The cell depth of the worst hold path is 1. The path category of the worst min-delay check is flip-flop to flip-flop.

Place
Per the gpl log, the routability congestion estimate is 0.711. The placed wire-length estimate is 1.26 mm. Timing analysis after detailed placement gives a worst setup slack of 0.0201 ns.

Buffers placed on the I/O ports in this run total 40.

Finish
The filler cells instantiated in the layout total 356. The layout summary lists the proportion of cells stronger than drive strength 1 as 0.141. Per the cell usage report, the commonest logic cells after layout are clkdlybuf4s50_1 (38), nor2b_1 (8), edfxtp_1 (8), dfxtp_1 (8).

The area growth from synthesis to layout is 70.4%. The highest-count logic cell in the final layout is clkdlybuf4s50_1.

GRT
The met1 track utilization from global routing is 0.0586. The first-pass GRT wire length is 2.21 mm. Recorded from the global router log, the overflow total was 0. The initial antenna violation count is 0. met2 is the most crowded layer. The largest net degree at the start of global routing is 10.

The via count of the first global-routing pass is 416. Routing resource usage on met2 recorded by global route was 0.0674. On met3, the global router reports a usage of 0.0170. The overall track demand over capacity in global routing is 0.0440.

Final timing
Setup slack closes at 0.0915 ns. Based on the critical path, the design can be clocked at up to 622 MHz. The final cycle utilization of the critical path is 0.946. The total of endpoints with negative setup slack in the final report is 0. The final max-slew violation count recorded for this run is 0. The time the final worst path needs with I/O delays and setup is 1.61 ns. The sum of negative setup slack is 0 ns. The worst hold slack across all endpoints is 0.486 ns. The worst slew margin relative to its limit is 0.812. Setup repair after global routing left no endpoint under its margin.

The final clock skew is 0.00309 ns. Endpoints failing hold in the final report were tallied at 0. For the pin with the worst max-slew slack, the measured transition is 0.282 ns.

Synth
After synthesis, the netlist uses 9 different library cells. The synthesized netlist cell count is 47. The proportion of synthesized chip area in sequential cells is 0.710. The stat command in Yosys gives a chip area of 621 µm².

In the Yosys report the total cell count is 47. The post-synthesis cell area is 621 µm². The number of warnings issued by yosys is 5. Per the post-synthesis stats, the area per cell is 13.2 µm². The synthesized design contains 18 register bits.

CTS
TritonCTS built the clock tree. Hold repair after CTS inserted 0 buffers. In the CTS report, the clock slew at the register clock pins of the worst setup and hold paths is listed as 0.08 ns. The number of H-tree levels is 1. Looking at the clock tree report, the root buffer type is clkbuf_4. The total number of clock tree sinks is 18. The total clock buffers created by CTS is 3. The number of buffers on the longest clock path is 2. At the later pin of the worst-skew pair, clock insertion delay measures 0.27 ns.

Power and ir drop
Per the summary, power density relative to cell area is 716 nW/µm². The worst-case vdd ir drop is 275 µV. The leakage power total is 0.391 nW.

Status
The run finished with clean final reports.
## cell families (layout without fill, tap and decap cells)
| group | count (synthesis) | in the layout | synth area share |
|---|---|---|---|
| DFF | 18 | 18 | 0.710 |
| buffers and inverters | 17 | 48 | 0.145 |
| and+or+nand+nor | 9 | 9 | 0.0907 |
| adders and majority gates | 2 | 2 | 0.0403 |
| xor gates and xnor gates | 1 | 1 | 0.0141 |
## path summary, 6_finish.rpt
check / startpoint / to
setup reg to reg: up_out[0] / down_out[1]
hold / removal: i[0] / i[0]
setup / recovery: up_out[1] / up[1]
hold reg to reg: i[0] / i[0]
## power by group
group,leakage [nW],total (mW),internal (mW),switching [mW]
Combinational,0.222,0.0972,0.0810,0.0162
Sequential,0.155,0.474,0.462,0.0117
Clock,0.0138,0.186,0.0819,0.104
## sequential cells by signal, indices dropped and copies added, names as in the netlist
| register | cells |
|---|---|
| down_out | 8 |
| up_out | 8 |
| i | 1 |
| j | 1 |
## synth_stat cells
cell,number,area [µm²]
inv_1,3,11.3
or2_2,1,6.26
xnor2_1,1,8.76
edfxtp_1,8,240
dfxtp_1,10,200
nor2b_1,8,50.1
clkbuf_1,7,26.3
buf_4,7,52.6
ha_1,2,25.0
## layer usage
layer,up-vias,part of all wire
met1,153,0.47
met5,-,0
met3,0,0.056
met4,0,0
met2,17,0.47
li1,195,-
## what timing repair did
action,CTS,global route
endpoints found under the setup margin,2,2
gates resized,7,3
pin swaps,1,1
setup buffers,0,0
## layout make-up
| type | count | area [µm²] | share of cell area |
|---|---|---|---|
| sequential | 18 | 443 | 0.419 |
| clock buffer | 3 | 22.5 | 0.0213 |
| multi-input combinational | 12 | 113 | 0.107 |
| timing repair buffer | 42 | 410 | 0.388 |
| tap | 46 | 57.6 | 0.0544 |
| inverter | 3 | 11.3 | 0.0107 |
## per-stage QoR
stage / power [mW] / cells / utilization / cell area (µm²)
global placement: 0.578 / 121 / 0.297 / 1010
CTS: 0.764 / 124 / 0.303 / 1030
global route: 0.802 / 124 / 0.310 / 1060
finish: 0.757 / 124 / 0.310 / 1060
detailed placement: 0.580 / 121 / 0.297 / 1010
floorplan: 0.503 / 47 / - / 621
Power and IR drop assume default switching activity.
