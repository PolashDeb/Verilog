==> design/flow/design.v <==
module alu(
input clk,
input [7:0] a,
input [7:0] b,
input [3:0] opcode,
output carry,
output [7:0] alu_out
    );
reg [7:0] temp;
reg [8:0] f;
reg cf;
always@(posedge clk)
begin
    if(opcode==4'b0000)
	 begin
	 f<={1'b0,a} + {1'b0,b};
	 temp<=f[7:0];
	 cf<=f[8];
	 end
	 else if(opcode==4'b0001)
	 begin
	 f<={1'b0,a} - {1'b0,b};
	 temp<=f[7:0];
	 cf<=f[8];
	 end
	 else if(opcode==4'b0010)
	 begin
	 f<={1'b0,a} * {1'b0,b};
	 temp<=f[7:0];
	 cf<=f[8];
	 end
	 else if(opcode==4'b0011)
	 begin
	 f<={1'b0,a} /{1'b0,b};
	 temp<=f[7:0];
	 cf<=f[8];
	 end
    else if(opcode==4'b0100)
	 begin
	 f<={1'b0,a}<< 2;
	 temp<=f[7:0];
	 cf<=f[8];
	 end
    else if(opcode==4'b0101)
	 begin
	 f<={1'b0,b}>> 2;
	 temp<=f[7:0];
	 cf<=f[8];
	 end
	 else if(opcode==4'b0110)
	 begin
	 f<={1'b0,a} & {1'b0,b};
	 temp<=f[7:0];
	 cf<=f[8];
	 end
	 else if(opcode==4'b0111)
	 begin
	 f<={1'b0,a} | {1'b0,b};
	 temp<=f[7:0];
	 cf<=f[8];
	 end
	 else if(opcode==4'b1000)
	 begin
	 f<=~({1'b0,a} & {1'b0,b});
	 temp<=f[7:0];
	 cf<=f[8];
	 end
	 else if(opcode==4'b1001)
	 begin
	 f<=~({1'b0,a} | {1'b0,b});
	 temp<=f[7:0];
	 cf<=f[8];
	 end
	 else if(opcode==4'b1010)
	 begin
	 f<={1'b0,a} ^ {1'b0,b};
	 temp<=f[7:0];
	 cf<=f[8];
	 end
	 else if(opcode==4'b1011)
	 begin
	 f<=~({1'b0,a} ^ {1'b0,b});
	 temp<=f[7:0];
	 cf<=f[8];
	 end
	 else 
	 begin
	 f<=~{1'b0,a};
	 temp<=f[7:0];
	 cf<=f[8];
	 end
end
 assign alu_out=temp;
 assign carry=cf;
endmodule
==> design/flow/run.sh <==
#!/bin/bash
# OpenROAD 26Q1-2900-gdf79404cd8, Yosys 0.63+post, stock flow scripts
make -C /OpenROAD-flow-scripts/flow DESIGN_CONFIG=/design/flow/config.mk WORK_HOME=/design/flow/orfs finish
==> design/flow/config.mk <==
export PLATFORM = sky130hd
export DESIGN_NAME = alu
export DESIGN_NICKNAME = alu
export VERILOG_FILES = /design/flow/design.v
export SDC_FILE = /design/flow/constraint.sdc
export NUM_CORES = 4
export LEC_CHECK = 1
export CORE_UTILIZATION = 50
==> design/flow/constraint.sdc <==
current_design alu

set clk_period 14.5
set clk_io_pct 0.2

create_clock -name clk0 -period $clk_period [get_ports {clk}]

set non_clock_inputs [all_inputs -no_clocks]
set_input_delay [expr $clk_period * $clk_io_pct] -clock clk0 $non_clock_inputs
set_output_delay [expr $clk_period * $clk_io_pct] -clock clk0 [all_outputs]
==> flow_metrics.rpt <==
==== FLOW RESULTS ====
----------------------------------------------------
[Layout]
  Final Cell Area ........................ 5710 sq um
  Area taken by multi-input logic gates ........................ 4390 sq um
  Post-synthesis to final-layout area growth ........................ 12.8%
  Register area ........................ 360 sq um
  Number of filler instances in the final layout ........................ 915
  Layout cell share with drive strength beyond 1 ........................ 0.0877

[STA]
  Setup TNS Final ........................ 0 ns
  Final Hold Violation Tally ........................ 0
  Least-Margin Pin Slew ........................ 0.674 ns
  Clock period minus worst slack ........................ 13.75 ns
  Final Hold Slack ........................ 0.317 ns
  Share of the clock period used by the worst path ........................ 0.948
  Final setup viols ........................ 0
  Slew Limit Headroom ........................ 0.550
  Final setup skew ........................ 0.0125 ns
  Max Freq ........................ 72.7 MHz
  Total count of max-transition violations in the final report ........................ 0
  Post-layout worst setup margin ........................ 0.753 ns

[Setup path]
  Most numerous cell on the critical path ........................ ha_1
  Beginning of the critical path ........................ b[4]
  Worst EP arrival ........................ 13.91 ns
  Sort of element at the end of the critical path ........................ flop
  Path type of the worst setup path ........................ primary input to flop
  Crit path launch type ........................ primary input
  Master of the slowest instance on the critical path ........................ clkdlybuf4s50_1
  Worst path required time ........................ 14.66 ns
  CP max stage delay ........................ 0.57 ns
  Launching point of the worst reg2reg path ........................ f[0]
  Crit path max fanout ........................ 10

[Clock network]
  Post-CTS clock slew at the launch and capture registers of the worst setup and hold paths ........................ 0.08 ns
  H-tree level count ........................ 1
  CTS sink cnt ........................ 18
  Inserted Clock Buffers ........................ 3
  TritonCTS clock tree ........................ yes
  Post-cts hold-fix buffer tally ........................ 0
  Root buf cell ........................ clkbuf_8
  Maximum root-to-sink buffer count ........................ 2
  Insertion delay to the later sink of the worst-skew pair ........................ 0.26 ns

[Floorplan]
  Die extent in y ........................ 103 microns
  Die Area ........................ 10500 sq um
  I/O Pins ........................ 30
  Core Box Area ........................ 9770 sq um
  Initial core utilization ........................ 0.517
  Die outline width ........................ 103 microns
  Standard-cell rows ........................ 36

[Pwr]
  Share of power burned in combinational logic ........................ 0.735
  Part of the power in the clock network ........................ 0.109
  Power, Total ........................ 388 uW
  Switching part of the total ........................ 0.459
  Part of the power in registers ........................ 0.156
  Pwr dens ........................ 67.9 nW/um^2
  Peak VDD IR ........................ 0.0384 mV
  Switch Pwr ........................ 178 uW
  Leakage power of the design ........................ 2.61 nW
  Internal power contribution ........................ 210 uW

[Job]
  Total number of warnings across the stage logs ........................ 44
  # Max-Cap Violations ........................ 0

[Routing]
  Total via count after detailed routing ........................ 5015
  DRC violations left ........................ 0
  DRT antenna net count ........................ 0
  Number of DRC violations after detailed-routing iteration 0 ........................ 450
  Via-to-Cell Ratio ........................ 5.97
  Detailed-router iteration count before antenna repair ........................ 6
  Antenna Diode Count ........................ 0
  Per-cell routed wire length ........................ 19.1 microns
  Post-Route WL ........................ 16100 microns

[Yosys]
  Chip Area, Yosys ........................ 5060 sq um
  Count of flip-flops with a built-in enable after synthesis ........................ 0
  Mapped cell area ........................ 5060 sq um
  Synth top area cells ........................ ha_1 (21%), fa_1 (7.9%), dfxtp_1 (7.1%), a21oi_1 (5.5%), nor2_1 (5.4%)
  Post-synth ARST share ........................ 0
  Post-synth seq share ........................ 0.0713
  Count of yosys warnings during synthesis ........................ 1
  Yosys top cell by area ........................ ha_1
  Avg Synthesized Cell Area ........................ 7.48 sq um
  Most used flip-flop cell ........................ dfxtp_1
  Yosys reg bits ........................ 18
  Yosys Instances ........................ 676
  Syn Inst Count ........................ 676
  Yosys cell types ........................ 71
  Post-synth top area share ........................ 0.213

[Run status]
  Run status ........................ finished clean

[Worst hold path]
  Type of the tightest min-delay check ........................ flop to flop
  Origin of the worst min-delay path ........................ f[3]

[Global route]
  Largest net degree at the start of global routing ........................ 52
  Wire length of the first global-routing pass ........................ 24800 microns
  Number of antenna violations at the first check in global routing ........................ 0
  Number of global-route vias before repair ........................ 4549
  Overflow left after global routing ........................ 0
  Global routing usage summed across all routing layers ........................ 0.321

[Placed design]
  GP Congestion ........................ 0.982
  Detailed-placement wirelength estimate ........................ 12400 microns
  Area post-placement ........................ 5600 sq um
  Placement-stage worst setup slack ........................ -0.00902 ns
  Number of port buffers ........................ 29

----------------------------------------------------
==> cells by family after synthesis <==
group                      Yosys count  synth area share
adders and majority gates          106             0.292
muxes                               25            0.0539
xor gates and xnor gates            40            0.0720
AOI/OAI and AO/OA                  202             0.269
other                                1          0.000741
and+or+nand+nor                    189             0.171
buffers and inverters               95            0.0705
DFF                                 18            0.0713
==> metrics by stage <==
stage,cells,utilization
after CTS,840,0.579
after detailed placement,836,0.573
after global routing,840,0.584
after floorplan,676,-
final,840,0.584
after global placement,836,0.573
==> critical path, delay by kind of cell <==
kind | cells | cell delay (ns)
and+or+nand+nor | 9 | 2.16
adders and majority gates | 7 | 2.04
AOI/OAI and AO/OA | 23 | 4.58
buffers and inverters | 4 | 0.93
muxes | 4 | 1.32
==> synthesized netlist by cell type (3+ instances only) <==
cell type  instances
mux2_2            13
o21ai_1            5
nor2b_1            9
fa_1              20
clkbuf_1          23
a31oi_1            8
nor2_1            73
or3_1              5
nand3_1            7
nor3_1            15
a211oi_1          11
a21o_1            13
ha_1              86
nand4_1            5
o21bai_1           9
xnor2_1           27
o211a_1            3
mux2i_1           10
nand2b_1           6
nor4_1             3
inv_1             63
buf_1              5
xor2_1            12
a221oi_1           6
o22ai_1            6
or2_2              3
nand2_1           52
o21ai_0           31
o31ai_1            3
a21oi_1           56
a211o_1            3
o211ai_1           9
dfxtp_1           18
o21a_1             7
==> sequential cells by signal (all words and copies together), names as in the netlist <==
name,count
temp,8
f,9
cf,1
==> layout by cell type, fill, tap and decap left out, types with 13 or more instances in the layout <==
| master | n |
|---|---|
| fa_1 | 20 |
| inv_1 | 63 |
| buf_4 | 26 |
| a21o_1 | 13 |
| mux2_2 | 13 |
| clkdlybuf4s50_1 | 29 |
| o21ai_0 | 30 |
| ha_1 | 86 |
| a21oi_1 | 56 |
| nor2_1 | 73 |
| nor3_1 | 14 |
| dfxtp_1 | 18 |
| xnor2_1 | 27 |
| nand2_1 | 52 |
==> area by class of cell <==
class                      count  area share
sequential                    18      0.0631
clock buffer                   4     0.00965
inverter                      67      0.0441
timing repair buffer          55      0.0851
tap                          133      0.0292
multi-input combinational    563       0.769
==> routing by layer <==
metal  vias up  routed length, microns  GRT usage
met5         -                       0          0
met4         0                     427     0.0824
met3        26                    1140     0.0393
met2       197                    7060      0.495
met1      2313                    7440      0.478
li1       2479                       -          -
==> final timing paths <==
path / end / slack (ns) / cells after the start
worst max-delay path: f[0] / 0.75 / 47
worst min register to register: temp[3] / 0.32 / 0
worst max register to register: temp[0] / 14.03 / 0
worst min-delay path: temp[3] / 0.32 / 0
==> power by group through the flow <==
stage | clock [mW] | combinational, mW | sequential [mW]
global route | 0.0456 | 0.319 | 0.0610
finish | 0.0424 | 0.285 | 0.0603
CTS | 0.0433 | 0.281 | 0.0604
==> timing repair <==
action	4_1_cts	5_1_grt
resized	0	9
endpoints found under the setup margin	0	1
buffers inserted	0	0
Power is estimated from default activity; no workload was simulated.
