File: /design/flow/design.v
module dfa(clk,reset,sqr_out,d52
    );
input clk,reset;
input [15:0] sqr_out;
output reg [15:0] d52;
always @(posedge clk,posedge reset)
begin
if(reset)
begin
    d52<=0;
end
else 
begin
  d52<=sqr_out;
end	 
end
endmodule
module dfd(clk,reset,high_out,d48
    );
input clk,reset;
input [15:0] high_out;
output reg [15:0] d48;
always @(posedge clk,posedge reset)
begin
if(reset)
begin
    d48<=0;
end
else 
begin
  d48<=high_out;
end	 
end
endmodule
module dfh(clk,reset,low_out,d15
    );
input clk,reset;
input [15:0] low_out;
output reg [15:0] d15;
always @(posedge clk,posedge reset)
begin
if(reset)
begin
    d15<=0;
end
else 
begin
  d15<=low_out;
end	 
end
endmodule
module dfho(clk,reset,high,d47
    );
input clk,reset;
input [15:0] high;
output reg [15:0] d47;
always @(posedge clk,posedge reset)
begin
if(reset)
begin
    d47<=0;
end
else 
begin
  d47<=high;
end	 
end
endmodule
module dfl(clk,reset,up_out,d1
    );
input clk,reset;
input [15:0] up_out;
output reg [15:0] d1;
always @(posedge clk,posedge reset)
begin
if(reset)
begin
    d1<=0;
end
else 
begin
  d1<=up_out;
end	 
end
endmodule
module dflo(clk,reset,low,d13
    );
input clk,reset;
input [15:0] low;
output reg [15:0] d13;
always @(posedge clk,posedge reset)
begin
if(reset)
begin
    d13<=0;
end
else 
begin
  d13<=low;
end	 
end
endmodule
module qrs(
input clk,
input signed [15:0] data_in,
output  signed [15:0] up,
output  signed [15:0] low,
output  signed [15:0] low_out,
output  signed [15:0] high,
output  signed [15:0] high_out,
output  signed [15:0] deri_out,
output  signed [15:0] sqr_out,
output  signed [15:0] avg_out,
output  signed [15:0] data_out
    );
reg signed [15:0] up_out;
wire [15:0] d1,d2,d3,d4,d5,d6,d7,d8,d9,d10,d11,d12,d13,d14,d15,d16,d17,d18,d19,d20,d21,d22,d23,d24,d25,d26,d27,d28,d29,d30,d31,d32,d33 ,d34,d35,d36,d37,d38,d39,d40,d41,d42,d43,d44,d45,d46,d47,d48,d49,d50,d51,d52,d53;
reg signed [15:0] down_out;
reg signed [15:0] data_wait;
integer i=1'b0;
always @ (posedge clk) 
begin 
	if(clk)
	begin
       if (i==1'b0) 
		  begin
           up_out <= data_in;
			  i=1'b1;
        end
       else 
		  begin
          up_out <= 24'd0;
          i=1'b0;
        end
	 end
	else
	begin
        if (i==1'b0) 
		  begin
          up_out <= data_in;
			 i=1'b1;
        end
       else
		  begin
         up_out <= 24'd0;
         i=1'b0;
        end        
    end 
end
assign up = up_out; 
dfl A1(clk,reset,up_out,d1);
dfl A2(clk,reset,d1,d2);
dfl A3(clk,reset,d2,d3);
dfl A4(clk,reset,d3,d4);
dfl A5(clk,reset,d4,d5);
dfl A6(clk,reset,d5,d6);
dfl A7(clk,reset,d6,d7);
dfl A8(clk,reset,d7,d8);
dfl A9(clk,reset,d8,d9);
dfl A10(clk,reset,d9,d10);
dfl A11(clk,reset,d10,d11);
dfl A12(clk,reset,d11,d12);
 assign low=( up_out-(2*d6)+ d12 )/32;
dflo B1(clk,reset,low,d13);
dflo B2(clk,reset,d13,d14);
assign low_out=( ( up_out-(2*d6)+d12 )/32 )+(2*d13)-d14;
dfh A15(clk,reset,low_out,d15);
dfh A16(clk,reset,d15,d16);
dfh A17(clk,reset,d16,d17);
dfh A18(clk,reset,d17,d18);
dfh A19(clk,reset,d18,d19);
dfh A20(clk,reset,d19,d20);
dfh A21(clk,reset,d20,d21);
dfh A22(clk,reset,d21,d22);
dfh A23(clk,reset,d22,d23);
dfh A24(clk,reset,d23,d24);
dfh A25(clk,reset,d24,d25);
dfh A26(clk,reset,d25,d26);
dfh A27(clk,reset,d26,d27);
dfh A28(clk,reset,d27,d28);
dfh A29(clk,reset,d28,d29);
dfh A30(clk,reset,d29,d30);
dfh A31(clk,reset,d30,d31);
dfh A32(clk,reset,d31,d32);
dfh A33(clk,reset,d32,d33);
dfh A34(clk,reset,d33,d34);
dfh A35(clk,reset,d34,d35);
dfh A36(clk,reset,d35,d36);
dfh A37(clk,reset,d36,d37);
dfh A38(clk,reset,d37,d38);
dfh A39(clk,reset,d38,d39);
dfh A40(clk,reset,d39,d40);
dfh A41(clk,reset,d40,d41);
dfh A42(clk,reset,d41,d42);
dfh A43(clk,reset,d42,d43);
dfh A44(clk,reset,d43,d44);
dfh A45(clk,reset,d44,d45);
dfh A46(clk,reset,d45,d46);
 assign high=(low_out)-(d46);
dfho B3(clk,reset,high,d47);
assign high_out=(low_out)-(d46)+(d47);
dfd A47(clk,reset,high_out,d48);
dfd A48(clk,reset,d48,d49);
dfd A49(clk,reset,d49,d50);
dfd A50(clk,reset,d50,d51);
assign deri_out=( (2*high_out)+d48-d50-(2*d51) )/8;
assign sqr_out=( (deri_out)*(deri_out) );
dfa A51(clk,reset,sqr_out,d52);
dfa A52(clk,reset,d52,d53);
assign avg_out=( (sqr_out)+d52+d53 )/3;
integer j=1'b0;
always @ (posedge clk )
begin
 if (j==1'b0) 
		  begin
           down_out <= avg_out;
			  j=1'b1;
        end
   else 
		 begin
         data_wait<= avg_out;
          j=1'b0;
       end     
end
assign data_out = down_out;
endmodule
File: /design/flow/run.sh
#!/bin/bash
# OpenROAD 26Q1-2900-gdf79404cd8, Yosys 0.63+post, stock flow scripts
make -C /OpenROAD-flow-scripts/flow DESIGN_CONFIG=/design/flow/config.mk WORK_HOME=/design/flow/orfs finish
File: /design/flow/config.mk
export PLATFORM = sky130hd
export DESIGN_NAME = qrs
export DESIGN_NICKNAME = qrs
export VERILOG_FILES = /design/flow/design.v
export SDC_FILE = /design/flow/constraint.sdc
export NUM_CORES = 4
export LEC_CHECK = 1
export CORE_UTILIZATION = 40
File: /design/flow/constraint.sdc
current_design qrs

set clk_period 17.6
set clk_io_pct 0.2

create_clock -name clk0 -period $clk_period [get_ports {clk}]

set non_clock_inputs [all_inputs -no_clocks]
set_input_delay [expr $clk_period * $clk_io_pct] -clock clk0 $non_clock_inputs
set_output_delay [expr $clk_period * $clk_io_pct] -clock clk0 [all_outputs]
==> ds_physical_params.txt <==
Physical design parameters

Parameter                              Value

Flow run
  Max-capacitance violation count    0
  Tally of OpenROAD warnings    27

Clock network
  Count of clock tree sinks    33
  Maximum level of the CTS H-tree    2
  Insertion Delay late pin    0.29 ns
  Clock tree root driver cell    sky130_fd_sc_hd__clkbuf_16
  CTS Buffer Depth    2
  Worst-path clk slew    0.05 ns
  CTS tree    done
  Number of buffers created by CTS    5
  Hold-fix buffers at CTS    0

Critical path
  Type of element capturing the critical path    output port
  Critical Path AT    13.12 ns
  Worst Path Required    14.08 ns
  Largest incremental delay on the critical path    0.55 ns
  Crit Path Class    reg2out
  Crit start category    flop
  Maximum fanout count along the critical path    16
  Worst path most repeated cell    sky130_fd_sc_hd__fa_1
  Critical Path Slowest Stage Cell    sky130_fd_sc_hd__fa_1

Timing
  Max Fclk    60.08 MHz
  Final Hold Viols    0
  Fin crit period    16.64 ns
  Final period util    0.9457
  Total Negative Setup Slacks    0 ns
  Final setup skew    0.008329 ns
  Slew @ Worst Pin    0.8026 ns
  Max-Slew Margin vs Limit    0.4643
  Final tally of setup violations    0
  RSZ-0062 raised after global routing    false
  Slew Viols, Final    0

Floorplanning
  Vertical die dimension    141.7 um
  Chip width    141.7 um
  Total number of placement rows    50
  Chip Area    0.02008 sq mm
  Core area    0.01889 sq mm
  IO Pins    161
  Pre-Place Util    0.4132

Finish
  Register Area    818.3 sq um
  Final design area excluding fillers    0.009181 sq mm
  Fraction of final layout cells with drive strength greater than 1    0.07352
  Final std cells w/o fill    1321
  Relative area change from synthesis to final layout    17.62%
  MI comb area    0.005993 sq mm
  Number of fill cells in the layout    1847
  Final core utilization    0.4860

Yosys
  Yosys synthesis chip area    0.007806 sq mm
  Adder-Cell Fraction of Synth Area    0.2690
  Number of synthesized flops with an enable pin    15
  Top cell type's share of synthesized area    0.1667
  Main logic family    adder cells
  XOR/XNOR Area Share    0.05626
  Library cells used by synthesis    95
  Average cell area after synthesis    8.039 sq um
  Gate count of the mapped netlist    971
  Proportion of synthesized area in mux cells    0.01939
  Synth warn    9
  Sequential fraction of the synthesis area    0.1039
  Post-synth area hogs    sky130_fd_sc_hd__fa_1 (17%), sky130_fd_sc_hd__ha_1 (10%), sky130_fd_sc_hd__buf_4 (6.7%), sky130_fd_sc_hd__inv_1 (6.3%), sky130_fd_sc_hd__edfxtp_1 (5.8%)
  Most instantiated flip-flop cell in the synthesis netlist    sky130_fd_sc_hd__dfxtp_1
  Area fraction in compound gates after synthesis    0.2185
  Post-synth ARST share    0
  Simple Share, Synth    0.1723
  Cell type with the largest total area    sky130_fd_sc_hd__fa_1
  Number of cell instances after yosys synthesis    971
  Flip-flop and latch count after synthesis    33
  Post-Synthesis Cell Area    0.007806 sq mm

Hold path
  Type of the tightest min-delay check    reg2reg

Route
  Total antenna diodes in the routed design    0
  Number of optimization iterations in the first detailed-route pass    5
  DRC    0
  Vias per inst    5.150
  Total detailed-routing wirelength    19580 um
  Vias    6803
  Final routed wire length divided by cell count    14.82 um
  Antenna Violating Nets Remaining    0
  Violation count after the first detailed-route iteration    349

Place
  Instance area after placement    0.009035 sq mm
  Detailed Place HPWL    15520 um
  Inst Count DP    1313
  Final weighted congestion of routability-driven global placement    0.9180
  Count of buffers from port buffering    130

Global routing
  Wire length of the first global-routing pass    32950 um
  Number of global-route vias before repair    6381
  Global router's overall resource usage    0.2109
  Maximum number of pins on one net before global-route repair    34
  Overall overflow remaining after global route    0
  Initial antenna violation count    0

Status
  Result of the run    finished clean
-- path summary, 6_finish.rpt --
kind                            startpoint     endpoint  slack (ns)  depth (start not counted)
worst min register to register        i[0]         i[0]        0.63                          1
worst max-delay path            up_out[11]   avg_out[0]        0.96                         48
worst max register to register  up_out[11]  down_out[0]        4.92                         47
worst min-delay path                  i[0]         i[0]        0.63                          1
-- critical path, delay by kind of cell, from the launching register on --
family / cells / cell delay [ns]
adders and majority gates: 10 / 4.33
AOI/OAI and AO/OA: 14 / 3.32
muxes: 3 / 0.84
and+or+nand+nor: 7 / 1.72
DFF: 1 / 0.51
buffers and inverters: 10 / 1.49
xor gates and xnor gates: 4 / 0.60
-- state kept, by name, summed over array words and instances (netlist names) --
| name | cells |
|---|---|
| i | 1 |
| j | 1 |
| down_out | 15 |
| up_out | 16 |
-- final cells by class --
cell class / count / area share
clock inverter: 2 / 0.001090
timing repair buffer: 142 / 0.1515
tap: 260 / 0.03543
clock buffer: 6 / 0.01404
sequential: 33 / 0.08913
multi-input combinational: 741 / 0.6528
inverter: 137 / 0.05601
-- Yosys cell counts (4+ instances only) --
| master | count |
|---|---|
| sky130_fd_sc_hd__o21ai_1 | 7 |
| sky130_fd_sc_hd__o22ai_1 | 4 |
| sky130_fd_sc_hd__nand2_1 | 67 |
| sky130_fd_sc_hd__dfxtp_1 | 18 |
| sky130_fd_sc_hd__o2bb2ai_1 | 4 |
| sky130_fd_sc_hd__and2_1 | 27 |
| sky130_fd_sc_hd__o211ai_1 | 16 |
| sky130_fd_sc_hd__a21oi_1 | 40 |
| sky130_fd_sc_hd__a31oi_1 | 11 |
| sky130_fd_sc_hd__xnor2_1 | 28 |
| sky130_fd_sc_hd__a32oi_1 | 5 |
| sky130_fd_sc_hd__clkbuf_1 | 47 |
| sky130_fd_sc_hd__nand2b_1 | 5 |
| sky130_fd_sc_hd__o21a_1 | 9 |
| sky130_fd_sc_hd__inv_1 | 132 |
| sky130_fd_sc_hd__mux2_2 | 5 |
| sky130_fd_sc_hd__fa_1 | 65 |
| sky130_fd_sc_hd__buf_2 | 4 |
| sky130_fd_sc_hd__nor2_1 | 59 |
| sky130_fd_sc_hd__nor4_1 | 6 |
| sky130_fd_sc_hd__mux2i_1 | 8 |
| sky130_fd_sc_hd__nor3_2 | 5 |
| sky130_fd_sc_hd__o21ai_0 | 31 |
| sky130_fd_sc_hd__o2111ai_1 | 5 |
| sky130_fd_sc_hd__ha_1 | 63 |
| sky130_fd_sc_hd__inv_2 | 4 |
| sky130_fd_sc_hd__and3_1 | 12 |
| sky130_fd_sc_hd__nor2b_1 | 22 |
| sky130_fd_sc_hd__xor2_1 | 14 |
| sky130_fd_sc_hd__edfxtp_1 | 15 |
| sky130_fd_sc_hd__or3_1 | 7 |
| sky130_fd_sc_hd__nand4_1 | 6 |
| sky130_fd_sc_hd__buf_4 | 70 |
| sky130_fd_sc_hd__nand3_1 | 14 |
| sky130_fd_sc_hd__o31ai_1 | 9 |
| sky130_fd_sc_hd__a211oi_1 | 7 |
| sky130_fd_sc_hd__nor3_1 | 17 |
| sky130_fd_sc_hd__a21o_1 | 10 |
-- cell families after synthesis --
family | Yosys count
AND/OR/NAND/NOR | 263
buffers and inverters | 261
AND-OR/OR-AND | 223
adder cells (fa/ha/maj) | 129
XOR/XNOR | 46
flip-flops | 33
multiplexers | 14
other | 2
-- layer usage --
metal / global-route usage / wire [um] / up-vias
li1: - / - / 3370
met1: 0.3518 / 10190 / 3133
met2: 0.2984 / 7849 / 285
met3: 0.03541 / 1316 / 15
met4: 0.02377 / 223 / 0
met5: 0 / 0 / -
-- per-stage QoR --
| step | hold WS, ns | setup WS (ns) |
|---|---|---|
| after CTS | 0.6524 | 0.7759 |
| after global routing | 0.7012 | 0.1193 |
| after detailed placement | 0.6394 | 1.171 |
| after floorplan | 0.4779 | 2.915 |
| after global placement | 0.6308 | 1.332 |
| final | 0.6283 | 0.9565 |
-- cell usage in the layout (no fill, tap or decap), types with 27 or more instances in the layout --
cell	n
sky130_fd_sc_hd__ha_1	63
sky130_fd_sc_hd__xnor2_1	28
sky130_fd_sc_hd__conb_1	66
sky130_fd_sc_hd__o21ai_0	31
sky130_fd_sc_hd__nand2_1	67
sky130_fd_sc_hd__inv_1	132
sky130_fd_sc_hd__clkdlybuf4s50_1	130
sky130_fd_sc_hd__nor2_1	59
sky130_fd_sc_hd__fa_1	65
sky130_fd_sc_hd__a21oi_1	40
sky130_fd_sc_hd__and2_1	27
-- timing repair --
action / in CTS / in global routing
setup buffers: 0 / 0
gates resized: 0 / 6
endpoints found under the setup margin: 0 / 1
